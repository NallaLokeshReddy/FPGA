==> flow/design.v <==
`timescale 1ns / 1ps
module BlankingForNSC( Sau,Sam,Sal, Sbu,Sbm,Sbl, Scu,Scm,Scl, Sfu,Sfm,Sfl, clk, 
                       Sauo,Samo,Salo, Sbuo,Sbmo,Sblo, Scuo,Scmo,Sclo, Sfuo,Sfmo,Sflo );
input Sau,Sam,Sal, Sbu,Sbm,Sbl, Scu,Scm,Scl, Sfu,Sfm,Sfl, clk;
output reg Sauo,Samo,Salo, Sbuo,Sbmo,Sblo, Scuo,Scmo,Sclo, Sfuo,Sfmo,Sflo;
integer iau = 0, iam = 0, ial =0;
integer ibu = 0, ibm = 0, ibl =0;
integer icu = 0, icm = 0, icl =0;
integer ifu = 0, ifm = 0, ifl =0;
always @(posedge clk)     
	begin
		if(Sau)
			begin
				if(iau >= 8)         
					Sauo = Sau;        
				else
					begin
						Sauo = 0;
						iau = iau + 1;
					end
			end
		else
			begin
				Sauo = Sau;
				iau = 0;
			end
		if(Sam)
			begin
				if(iam >= 8)
					Samo = Sam;
				else
					begin
						Samo = 0;
						iam = iam + 1;
					end
			end
		else
			begin
				Samo = Sam;
				iam = 0;
			end
		if(Sal)
			begin
				if(ial >= 8)
					Salo = Sal;
				else
					begin
						Salo = 0;
						ial = ial + 1;
					end
			end
		else
			begin
				Salo = Sal;
				ial = 0;
			end			
		if(Sbu)
			begin
				if(ibu >= 8)
					Sbuo = Sbu;
				else
					begin
						Sbuo = 0;
						ibu = ibu + 1;
					end
			end
		else
			begin
				Sbuo = Sbu;
				ibu = 0;
			end
		if(Sbm)
			begin
				if(ibm >= 8)
					Sbmo = Sbm;
				else
					begin
						Sbmo = 0;
						ibm = ibm + 1;
					end
			end
		else
			begin
				Sbmo = Sbm;
				ibm = 0;
			end
		if(Sbl)
			begin
				if(ibl >= 8)
					Sblo = Sbl;
				else
					begin
						Sblo = 0;
						ibl = ibl + 1;
					end
			end
		else
			begin
				Sblo = Sbl;
				ibl = 0;
			end			
		if(Scu)
			begin
				if(icu >= 8)
					Scuo = Scu;
				else
					begin
						Scuo = 0;
						icu = icu + 1;
					end
			end
		else
			begin
				Scuo = Scu;
				icu = 0;
			end
		if(Scm)
			begin
				if(icm >= 8)
					Scmo = Scm;
				else
					begin
						Scmo = 0;
						icm = icm + 1;
					end
			end
		else
			begin
				Scmo = Scm;
				icm = 0;
			end
		if(Scl)
			begin
				if(icl >= 8)
					Sclo = Scl;
				else
					begin
						Sclo = 0;
						icl = icl + 1;
					end
			end
		else
			begin
				Sclo = Scl;
				icl = 0;
			end			
		if(Sfu)
			begin
				if(ifu >= 8)
					Sfuo = Sfu;
				else
					begin
						Sfuo = 0;
						ifu = ifu + 1;
					end
			end
		else
			begin
				Sfuo = Sfu;
				ifu = 0;
			end
		if(Sfm)
			begin
				if(ifm >= 8)
					Sfmo = Sfm;
				else
					begin
						Sfmo = 0;
						ifm = ifm + 1;
					end
			end
		else
			begin
				Sfmo = Sfm;
				ifm = 0;
			end
		if(Sfl)
			begin
				if(ifl >= 8)
					Sflo = Sfl;
				else
					begin
						Sflo = 0;
						ifl = ifl + 1;
					end
			end
		else
			begin
				Sflo = Sfl;
				ifl = 0;
			end			
	end
endmodule
==> flow/run.sh <==
#!/bin/bash
# OpenROAD 26Q1-2900-gdf79404cd8, Yosys 0.63+post, stock flow scripts
make -C /OpenROAD-flow-scripts/flow DESIGN_CONFIG=/design/flow/config.mk WORK_HOME=/design/flow/orfs finish
==> flow/config.mk <==
export PLATFORM = sky130hd
export DESIGN_NAME = BlankingForNSC
export DESIGN_NICKNAME = BlankingForNSC
export VERILOG_FILES = /design/flow/design.v
export SDC_FILE = /design/flow/constraint.sdc
export NUM_CORES = 4
export LEC_CHECK = 1
export CORE_UTILIZATION = 30
==> flow/constraint.sdc <==
current_design BlankingForNSC

set clk_period 3.5
set clk_io_pct 0.2

create_clock -name clk0 -period $clk_period [get_ports {clk}]

set non_clock_inputs [all_inputs -no_clocks]
set_input_delay [expr $clk_period * $clk_io_pct] -clock clk0 $non_clock_inputs
set_output_delay [expr $clk_period * $clk_io_pct] -clock clk0 [all_outputs]
==> run notes <==
Reports from this run.

- After routing, the total negative slack on setup checks comes to 0 ns.
- The post-CTS setup repair buffer count is 0.
- The horizontal die dimension reads between 200 and 300 um.
- The number of endpoints failing setup at the final stage reads 0.
- The final cell count without fillers is approximately 3300.
- The number of standard-cell rows in the floorplan is roughly 94.
- Along the worst path, the maximum fanout reaches 35.
- The end point of the critical path reads icu[18]$_SDFFE_PN0N_.
- The total placed cells including tap cells reads approximately 3200.
- The number of max-cap violations reads 0.
- The total clock sinks is slightly below 400.
- The max-slew violation total from the final report reads 0.
- The type of origin of the critical path is a flip-flop.
- Subtracting the final worst setup slack from the clock period gives approximately 2.8 ns.
- Timing would allow up to 357.9 MHz.
- The total of hold buffers inserted after clock tree synthesis is 0.
- Dividing the detail-routed wire length by the instance count gives 13.11 um.
- The count of buffers from port buffering reads 24.
- The synthesis report lists the Yosys warning total as 1.
- The areal power density over the cells is 415.1 mW/mm^2.
- The first routing iteration left roughly 1200 violations.
- The first-pass GRT wire length is approximately 75 mm.
- The worst path required time is 4.01 ns.
- The pre-CTS setup check shows a worst slack of 0.7392 ns.
- The area of the core region is approximately 0.066 mm^2.
- The antenna cell count is 0.
- The leakage power summed over all cells is 6.655 nW.
- The report puts the cell count of the worst reg-to-reg path at 6.
- The share of the Yosys chip area taken by registers is between 30% and 40%.
- The worst VDD IR drop from the latest analysis is between 0.0003 and 0.0004 V.
- The quantity of gates resized following cts is 0.
- The start point of the critical path is icu[11]$_SDFFE_PN0N_.
- The largest net degree at the start of global routing reads between 40 and 50.
- At the worst endpoint, the arrival time is ~3.3 ns.
- The class of the worst hold path reads reg -> reg.
- The count of pins on the block boundary is 25.
- In the final report, the number of hold violations comes to 0.
- Post-route period utilization is reported as between 70% and 80%.
- The first-pass detailed-route iteration total is 18.
- The final worst slack is approximately 0.71 ns.
- The count of instantiated cells in the yosys netlist reads roughly 2400.
- The total number of H-tree levels is 2.
- The overall power is 0.009424 W.
- The number of synthesized register bits is about 400.
- The worst slew margin relative to its limit is 37.63%.
- The total congestion overflow is 0.
- After synthesis, the mean cell area works out to between 8 and 9 um^2.
- The initial standard-cell utilization of the core reads a little under a third.
- The critical register-to-register path startpoint is icu[11]$_SDFFE_PN0N_.
- The endpoint class of the critical path is a flip-flop.
- The chip area in the Yosys report reads about 0.02 mm^2.
- The number of remaining DRC errors is 0.
- The async set-reset flop share out of synthesis reads 0%.
- The height of the die reads 260.8 um.
- The instance tally after logic synthesis reads between 2000 and 2500.
- Per the CTS log, the root buffer master is sky130_fd_sc_hd__clkbuf_16.
- Warnings raised by the tools during the run amount to 49.
- The synthesized design contains 0 enable-type register cells.
- The average via count per standard cell reads around 5.5.
- The share of cells above drive strength 1 reads around 4.4%.
- In this run the biggest area consumer among cell types represents 39.47% of the synthesized area.
- After its last routability iteration, the placer logged a weighted congestion of roughly 0.83.
- The netlist area before placement reads between 0.02 and 0.025 mm^2.
- The global-route total usage across every layer is 12.86%.
- The relative area change from synthesis to final layout is 13.03%.
- The number of antenna violations at the first check in global routing reads 0.
- The final route contains approximately 18000 vias.
- Clock latency on the worst-skew pair, taken at its later pin, is around 0.58 ns.
- The area of the chip reads between 0.06 and 0.07 mm^2.
- In this run the critical register-to-register path is captured at icu[18]$_SDFFE_PN0N_.
- The total wire length is 43.30 mm.
- The layout has about 6400 filler cells.
- The register-to-register setup slack is 0.71 ns.
- The run finished with clean final reports.
- The main flop type after synthesis is sky130_fd_sc_hd__dfxtp_1.
- In the setup report, the worst path falls into the class reg -> reg.
- The worst setup skew after layout reads about 0.022 ns.
- The total CTS buffers reads about 47.
- The maximum root-to-sink buffer count reads 3.
- The cell accounting for the most synthesized area reads sky130_fd_sc_hd__dfxtp_1.
- Setup repair after global routing left no endpoint under its margin.
- The TritonCTS clock tree reads yes.
- The detailed placement HPWL reads between 20 and 30 mm.
- The transition time at the pin with the least slew margin reads between 0.9 and 1 ns.
- The clock-pin slew of the registers on the worst-case setup and hold paths reads approximately 0.06 ns.
- The number of global-route vias before repair is ~16000.
- The remaining number of nets flagged by the antenna check after routing is 0.
- The number of distinct library cell variants in the gate-level netlist after synthesis is 53.
- By area the synthesized netlist is led by sky130_fd_sc_hd__dfxtp_1, sky130_fd_sc_hd__or4_1, sky130_fd_sc_hd__a21oi_1, sky130_fd_sc_hd__o31ai_1, sky130_fd_sc_hd__or3_1.
## metal layers
layer / up-vias / GRT usage (%) / wire [um]
li1: 9313 / - / -
met1: 8354 / 19.56 / 21580
met2: 301 / 19.65 / 19060
met3: 60 / 1.854 / 1788
met4: 0 / 2.680 / 882
met5: - / 0 / 0
## Yosys cell counts (10+ instances only)
cell type / instances
sky130_fd_sc_hd__o31ai_1: 133
sky130_fd_sc_hd__o21a_1: 21
sky130_fd_sc_hd__nand2b_1: 60
sky130_fd_sc_hd__nand2_1: 201
sky130_fd_sc_hd__xnor2_1: 21
sky130_fd_sc_hd__inv_1: 73
sky130_fd_sc_hd__nand3_1: 139
sky130_fd_sc_hd__a21boi_0: 31
sky130_fd_sc_hd__nor4b_1: 10
sky130_fd_sc_hd__nor3_1: 38
sky130_fd_sc_hd__nand4_1: 104
sky130_fd_sc_hd__o21ai_0: 118
sky130_fd_sc_hd__o31a_1: 21
sky130_fd_sc_hd__and3_1: 41
sky130_fd_sc_hd__nor2_1: 69
sky130_fd_sc_hd__nor4_1: 117
sky130_fd_sc_hd__and2_1: 28
sky130_fd_sc_hd__clkbuf_1: 134
sky130_fd_sc_hd__ha_1: 24
sky130_fd_sc_hd__or3_1: 125
sky130_fd_sc_hd__and4_1: 31
sky130_fd_sc_hd__a21oi_1: 217
sky130_fd_sc_hd__or4_1: 151
sky130_fd_sc_hd__dfxtp_1: 396
sky130_fd_sc_hd__mux2i_1: 67
## cells by family after synthesis
logic type,synth area share (%)
simple gates,32.62
xor+xnor,0.9593
buf+inv,4.049
mux,3.339
flops,39.47
fa+ha+maj,1.495
compound gates,18.07
## worst min path at each step
stage / startpoint / endpoint / slack, ns / cells past startpoint
6_report: ifl[31]$_SDFFE_PN0N_ / ifl[31]$_SDFFE_PN0N_ / 0.46 / 2
5_1_grt: ibl[22]$_SDFFE_PN0N_ / ibl[22]$_SDFFE_PN0N_ / 0.49 / 2
4_1_cts: ifl[31]$_SDFFE_PN0N_ / ifl[31]$_SDFFE_PN0N_ / 0.46 / 2
## placed cells by master, fill, tap and decap left out, types with 9 or more instances in the layout
| cell | instances |
|---|---|
| sky130_fd_sc_hd__and3_1 | 41 |
| sky130_fd_sc_hd__o31ai_1 | 133 |
| sky130_fd_sc_hd__mux2i_1 | 67 |
| sky130_fd_sc_hd__nand2_1 | 201 |
| sky130_fd_sc_hd__nor4b_1 | 10 |
| sky130_fd_sc_hd__o21ai_0 | 118 |
| sky130_fd_sc_hd__inv_1 | 73 |
| sky130_fd_sc_hd__nand3_1 | 139 |
| sky130_fd_sc_hd__a41oi_4 | 9 |
| sky130_fd_sc_hd__and4_1 | 31 |
| sky130_fd_sc_hd__o31a_1 | 21 |
| sky130_fd_sc_hd__nand2b_1 | 60 |
| sky130_fd_sc_hd__nor4_1 | 117 |
| sky130_fd_sc_hd__nor2_1 | 69 |
| sky130_fd_sc_hd__a21boi_0 | 31 |
| sky130_fd_sc_hd__or3_1 | 125 |
| sky130_fd_sc_hd__nor3_1 | 38 |
| sky130_fd_sc_hd__clkbuf_1 | 16 |
| sky130_fd_sc_hd__and2_1 | 28 |
| sky130_fd_sc_hd__a21oi_1 | 217 |
| sky130_fd_sc_hd__buf_4 | 29 |
| sky130_fd_sc_hd__clkbuf_16 | 48 |
| sky130_fd_sc_hd__or4_1 | 151 |
| sky130_fd_sc_hd__o21a_1 | 21 |
| sky130_fd_sc_hd__xnor2_1 | 21 |
| sky130_fd_sc_hd__dfxtp_1 | 396 |
| sky130_fd_sc_hd__ha_1 | 24 |
| sky130_fd_sc_hd__clkdlybuf4s50_1 | 24 |
| sky130_fd_sc_hd__o211ai_1 | 9 |
| sky130_fd_sc_hd__nand4_1 | 104 |
## state kept, by name, indices dropped and copies added (netlist names), 32 cells and up
name and count:
ibl 32, ibu 32, ibm 32, iau 32
iam 32, icl 32, ifl 32, icm 32
ifm 32, ial 32, ifu 32, icu 32
## where the power goes
group | switching [W] | internal [W]
Sequential | 0.0000492 | 0.00455
Clock | 0.00188 | 0.00267
Combinational | 0.000175 | 0.0000953
## stage by stage
step,util (%),hold slack (ns),area [um^2]
floorplan,-,0.4280,20090
global placement,32.26,0.4476,21290
detailed placement,32.26,0.4529,21290
CTS,34.41,0.4609,22700
global route,34.41,0.4902,22700
finish,34.41,0.4606,22700
## cell type report
cell class	instances	area, um^2	area share [%]
multi-input cells	1834	11530	50.78
flip-flops and latches	396	7928	34.92
clock buffers	72	1371	6.040
well taps	864	1081	4.761
repair buffers	53	457.9	2.017
inverters	77	289.0	1.273
clock inverters	6	47.55	0.2094
## critical path, cell delays in order (launching register included)
cell                      delay [ns]
sky130_fd_sc_hd__dfxtp_1        0.36
sky130_fd_sc_hd__or4_1          0.55
sky130_fd_sc_hd__nor3_1         0.31
sky130_fd_sc_hd__a41oi_4        0.46
sky130_fd_sc_hd__buf_4          0.37
sky130_fd_sc_hd__or4_1          0.52
sky130_fd_sc_hd__a21oi_1        0.15
No activity file was given, so power comes from the tool's default toggle rates.
